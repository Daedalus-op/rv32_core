==> ./design.v <==
module mux #(
	parameter WIDTH = 32
	)(
	output logic [WIDTH-1:0] out,
	input logic sel,
	input logic [WIDTH-1:0] d0,
	input logic [WIDTH-1:0] d1
	);
	always_comb begin
	   case(sel)
	   1'b0: out = d0;
	   1'b1: out = d1;
	   endcase
   end
endmodule
==> ./run.sh <==
#!/bin/bash
# OpenROAD 26Q1-2900-gdf79404cd8, Yosys 0.63+post, stock flow scripts
make -C /OpenROAD-flow-scripts/flow DESIGN_CONFIG=/design/flow/config.mk WORK_HOME=/design/flow/orfs finish
==> ./config.mk <==
export PLATFORM = sky130hd
export DESIGN_NAME = mux
export DESIGN_NICKNAME = mux
export VERILOG_FILES = /design/flow/design.v
export SDC_FILE = /design/flow/constraint.sdc
export NUM_CORES = 4
export LEC_CHECK = 1
export CORE_AREA = 10 10 70 70
export DIE_AREA = 0 0 80 80
==> ./constraint.sdc <==
current_design mux

set clk_period 1.0
set clk_io_pct 0.2

create_clock -name clk0 -period $clk_period

set non_clock_inputs [all_inputs -no_clocks]
set_input_delay [expr $clk_period * $clk_io_pct] -clock clk0 $non_clock_inputs
set_output_delay [expr $clk_period * $clk_io_pct] -clock clk0 [all_outputs]
==> results.txt <==
Implementation results are summarized by area below.

Status
The flow ran to the end, but the final reports show violations. The checks that failed: negative setup slack.

Setup path
Data on the critical path arrives at its endpoint at 0.98 ns. Among all stages on the critical path, the maximum delay recorded is ~0.30 ns. The timing report attributes the biggest portion of critical-path delay to buffers and inverters.

The worst setup path is launched from an input pin. The maximum fanout along the worst path is 7. The cell with the largest stage delay on the worst path is sky130_fd_sc_hd__mux2_4. The required time at the worst endpoint is listed as 0.80 ns.

Along the critical path, the tally of buffer and inverter instances is 4. Traced cell by cell, the critical path runs through buf_12 -> buf_12 -> buf_8 -> mux2_4 -> buf_6. The critical path capture point type is a primary output. The most numerous cell on the critical path is sky130_fd_sc_hd__buf_12.

The worst setup path is of the in2out kind.

Floorplanning
The overall die area is approximately 6400 um2. According to the floorplan report, the die height is about 80 um. The number of primary I/O pins is 97.

The region available for standard cell placement spans around 3400 um2. The number of placement rows is 21. The horizontal die dimension reported for this design is around 80 um. The share of the core area taken by cells at floorplan is 15.93%.

Route
For this run, the detailed router reports a per-instance via density of around 3.8. Dividing the detail-routed wire length by the instance count gives about 15 um. The routed design has between 2000 and 3000 um of wire. The number of antenna diodes in the final layout is 0.

Once detail routing completed, the nets flagged for antenna violations numbered 0. Detailed routing inserted a total of 730 vias. In this run, the number of DRC markers left after iteration 0 of detailed routing was 4. The number of design rule violations left after detail routing is 0. In the log, the iteration count for the first detailed-route pass is 2.

Pwr
The fraction of power consumed by sequential logic is 0%. The total chip power is ~0.66 mW. For this design the total switching power over the nets is roughly 0.14 mW. The internal power component is just over 0.5 mW. The leakage component of the power was reported as roughly 0.99 nW. In this run the VDD rail shows a maximum IR drop of ~0.17 mV. Switching power as a fraction of the total was reported as 21.33%. The relative contribution of the clock network to total power is 0%. The power report attributes to the combinational group a share of 100.0%. The ratio of total power to cell area is ~390 nW/um2.

Final timing
The worst slew margin relative to its limit is 95.92%. The end-of-flow timing check tallies setup violations at 32. The final max-slew violation count recorded for this run is 0.

The final cycle utilization of the critical path is 117.5%. In the post-route analysis, the smallest setup slack over all paths is -0.1754 ns. The fmax is between 800 and 900 MHz. After layout, the minimum clock period comes to 1.175 ns.

The slew at the pin closest to its max-slew limit is between 0.06 and 0.07 ns. Endpoints failing hold in the final report were tallied at 0. Setup repair after global routing could not meet its margin everywhere.

Finish
The post-layout instance area is 1698 um2. The flip-flop and latch area is 0 um2. The number of sequential cells reported for the layout is 0. Per the run report, area growth between synthesis and finish was 212.0%. The fill cell instance count of the final layout is ~330. The number of clock buffers in the layout is 0. Of the cells placed in the final design, the portion with a size suffix greater than 1 is between 50% and 60%. The finished layout holds ~190 standard cells, fillers aside.

Place
Input and output buffers added on the ports amount to 97. Detailed placement reports a standard cell area of between 1500 and 2000 um2. The final weighted congestion in routability-driven placement is around 0.76. Per the placement report, the placed cell count is between 150 and 200. The detailed placer's ending HPWL is roughly 2400 um.

Global route
The combined global-route utilization of all metal layers is roughly 8%. Entering global routing, the biggest net connects 8 pins. The initial antenna violation count is 0. The via count of the first global-routing pass is 824.

The residual overflow from global routing is 0. The first global-routing pass estimated approximately 4100 um of wire.

Yosys
The area of the mapped netlist is ~540 um2. The sequential area share after synthesis is 0%. After synthesis, the chip area reported by Yosys is about 540 um2.

The number of warnings printed during yosys synthesis is 1. The synthesized netlist contains 4 unique library cells. In the Yosys report the total cell count is 36.

Counting every instance in the synthesized netlist gives 36. Each instance of the synthesized netlist takes up on average around 15 um2.

Clock tree
For this design, the CTS-stage hold fixing added 0 buffers.

Run
The stage logs contain a warning count of 34. The number of maximum-capacitance violations recorded for the run is 0.

Worst hold path
In this run the worst hold path is classified as in2out. The worst hold path endpoint is out[24]. In this run the most critical hold path is launched from d0[24]. The number of cells on the worst hold path is listed as 3.
placed cells by master (no fill, tap or decap):
cell type,n
sky130_fd_sc_hd__buf_12,3
sky130_fd_sc_hd__buf_16,1
sky130_fd_sc_hd__buf_2,12
sky130_fd_sc_hd__buf_4,2
sky130_fd_sc_hd__buf_6,29
sky130_fd_sc_hd__buf_8,3
sky130_fd_sc_hd__clkdlybuf4s50_1,10
sky130_fd_sc_hd__dlygate4sd2_1,40
sky130_fd_sc_hd__dlymetal6s2s_1,14
sky130_fd_sc_hd__mux2_4,32
power groups by stage:
| stage | registers, mW | logic (mW) | clock network [mW] |
|---|---|---|---|
| after global routing | 0 | 0.706 | 0 |
| after CTS | 0 | 0.644 | 0 |
| final | 0 | 0.660 | 0 |
cells in the mapped netlist:
cell type                instances  area (um2)
sky130_fd_sc_hd__mux2_4         30       450.4
sky130_fd_sc_hd__buf_12          3       60.06
sky130_fd_sc_hd__mux2_2          2       22.52
sky130_fd_sc_hd__buf_6           1       11.26
cells by family (layout without fill, tap and decap cells):
logic type             count (synthesis)  count (layout)  synth area share, %
muxes                                 32              32                86.90
buffers and inverters                  4             114                13.10
worst max-delay path by stage:
| stage | cells after the start | startpoint | to | slack, ns |
|---|---|---|---|---|
| CTS | 5 | sel | out[0] | -0.18 |
| global route | 5 | sel | out[31] | -0.19 |
| finish | 5 | sel | out[31] | -0.18 |
area by class of cell:
cell class	instances	area (um2)	area share, %
Multi-Input combinational cell	32	480.5	28.30
Timing Repair Buffer	114	1160	68.31
Tap cell	46	57.56	3.390
through the flow:
| stage | setup TNS, ns | hold slack, ns | util [%] | setup slack (ns) |
|---|---|---|---|---|
| finish | -5.032 | 0.6943 | 49.71 | -0.1754 |
| global route | -5.619 | 0.7141 | 49.71 | -0.1938 |
| CTS | -5.196 | 0.8004 | 47.03 | -0.1777 |
| detailed placement | -15.27 | 1.335 | 44.98 | -0.4966 |
| global placement | -15.25 | 1.331 | 44.98 | -0.4922 |
| floorplan | 0 | 0.4977 | - | 0.06690 |
per-layer routing:
metal  up-vias  share of wire [%]  track usage [%]
li1        362                  -                -
met2        51                 49            14.29
met1       317                 40            8.965
met3         0                 11            3.068
met5         -                  0                0
met4         0                  0                0
repair_timing:
item                                    4_1_cts  5_1_grt
cloned                                        1        0
endpoints found under the setup margin       32       32
gates resized                               170       23
setup buffers                                14        0
tightest hold or removal path, delay by kind of cell:
family   cells  cell delay [ns]
mux          1             0.13
buf+inv      2             0.16
Power is estimated from default activity; no workload was simulated.
